==> /design/flow/design.v <==
module Day_5(a,x,clk,counter);
  input a,x,clk;
  output [0:7] counter;
  logic [7:0] counter=1;
  always@(posedge clk)begin
    if (x) counter<=7'b0;
    else if (a) 
      counter<=counter+2;
  end
endmodule
==> /design/flow/run.sh <==
#!/bin/bash
# OpenROAD 26Q1-2900-gdf79404cd8, Yosys 0.63+post, stock flow scripts
make -C /OpenROAD-flow-scripts/flow DESIGN_CONFIG=/design/flow/config.mk WORK_HOME=/design/flow/orfs finish
==> /design/flow/config.mk <==
export PLATFORM = sky130hd
export DESIGN_NAME = Day_5
export DESIGN_NICKNAME = Day_5
export VERILOG_FILES = /design/flow/design.v
export SDC_FILE = /design/flow/constraint.sdc
export NUM_CORES = 4
export LEC_CHECK = 1
export CORE_AREA = 10 10 70 70
export DIE_AREA = 0 0 80 80
==> /design/flow/constraint.sdc <==
current_design Day_5

set clk_period 2.2
set clk_io_pct 0.2

create_clock -name clk0 -period $clk_period [get_ports {clk}]

set non_clock_inputs [all_inputs -no_clocks]
set_input_delay [expr $clk_period * $clk_io_pct] -clock clk0 $non_clock_inputs
set_output_delay [expr $clk_period * $clk_io_pct] -clock clk0 [all_outputs]
==> flow_metrics.py <==
# Physical implementation metrics
metrics = {
    "status": {
        "outcome": "finished, final reports clean",
    },
    "synth": {
        "flip_flop_cell_with_the_highest_count_after_synthesis": "sky130_fd_sc_hd__dfxtp_1",
        "avgSynthCellArea_um2": 9.89,
        "synth.logic.top_family": "simple AND/OR/NAND/NOR gates",
        "syn_area_um2": 307,
        "yosys.area_share.aoi_pct": 6.53,
        "postSynth.asyncResetShare_pct": 0,
        "post_synth_main_area_contributors": "sky130_fd_sc_hd__dfxtp_1 (46%), sky130_fd_sc_hd__edfxtp_1 (9.8%), sky130_fd_sc_hd__xor2_1 (8.6%), sky130_fd_sc_hd__nor2_1 (6.1%), sky130_fd_sc_hd__ha_1 (4.1%)",
        "synthMuxAreaShare_pct": 3.27,
        "post-synth-top-area-cell": "sky130_fd_sc_hd__dfxtp_1",
        "top_area_share_pct": 45.7,
        "yosys_register_bits": 8,
        "synth_sequential_area_ratio_pct": 55.5,
        "yosys.area_share.xor_xnor_pct": 11.4,
        "syn-instance-count": 31,
        "fa_ha_area_share_pct": 4.08,
        "ys_cells": 31,
        "enable_flop_cells": 1,
        "synthDistinctLibCells": 13,
        "yosys-stat-area_um2": 307,
        "post_synth_and_or_nand_nor_area_fraction_pct": 18.0,
        "yosys_warnings": 4,
    },
    "drt": {
        "drc": 0,
        "detail_route.wl_per_cell_um": 9.32,
        "detail_route.wirelength_um": 848,
        "first_pass_iters": 4,
        "diodes": 0,
        "vias": 269,
        "drt.antenna.violating_nets": 0,
        "detail_route.vias_per_cell": 2.96,
        "initialDrtViolationCount": 3,
    },
    "global_route": {
        "grt.total_usage_pct": 2.77,
        "antenna_found_initial": 0,
        "grt_first_pass_wirelength_mm": 1.43,
        "grt_start_max_net_pins": 9,
        "via_count_of_the_first_global_routing_pass": 313,
        "globalRouteOverflowTotal": 0,
    },
    "flow_run": {
        "tool_warnings": 25,
        "max_cap_viol_count": 0,
    },
    "timing": {
        "setup_total_negative_slack_ns": 0,
        "final_hold_viol_count": 0,
        "timing.fmax_ghz": 0.619,
        "timing.final.crit_period_ns": 1.61,
        "post-route-period-util_pct": 73.4,
        "timing.hold.ws_ns": 0.496,
        "timing.final.ws_setup_ns": 0.586,
        "grt_setup_unrepaired": "no",
        "setup_viol_count_final": 0,
        "fin_worst_skew_ns": 0.00687,
        "max_slew_vio_count": 0,
    },
    "critical_path": {
        "critPathBufInv": 1,
        "worst-endpoint-arrival_ns": 1.17,
        "critical_path_fanout_max": 4,
        "endpoint_kind": "output port",
        "crit_chain": "clkdlybuf4s50_1",
        "cp_top_family": "buffers and inverters",
        "timing.critical_path.slowest_stage_cell": "sky130_fd_sc_hd__clkdlybuf4s50_1",
        "type_of_origin_of_the_critical_path": "flip-flop",
        "cp_slowest_stage_delay_ns": 0.52,
        "worstPathRequired_ns": 1.76,
        "timing.setup.critical_path_class": "flip-flop to output port",
    },
    "placed_design": {
        "detailed_place_hpwl_um": 638,
        "placed_cells_incl_taps": 87,
        "globalplace.congestion": 0.724,
        "placement.setup.worst_slack_ns": 0.387,
        "buffer_ports.inserted": 10,
    },
    "finish": {
        "flow.area_growth_from_synthesis_pct": 60.0,
        "top_reg_by_flops": "counter",
        "final_layout_size_suffix_gt1_share_pct": 6.67,
        "largest_register_ff_count": 8,
        "finish.utilization_pct": 14.4,
        "final_non_filler_cell_total": 91,
        "largestRegisters": "counter: 8 flops",
    },
    "clock_tree": {
        "cts-buffers-inserted": 3,
        "cts_resized": 0,
        "clk_latency_ns": 0.26,
        "cts_tree": "yes",
        "htree_num_levels": 1,
        "clkTransAtPathRegs_ns": 0.06,
        "numClockSinks": 8,
        "cts-hold-fix-buffers": 0,
        "cts-root-buf": "sky130_fd_sc_hd__clkbuf_4",
        "clock_tree_buf_depth": 2,
        "post-cts-setup-buffer-count": 0,
    },
    "floorplan": {
        "fp.dieH_um": 80,
        "rows": 21,
        "core_um2": 3420,
        "fp.dieW_um": 80,
        "initial_utilization_pct": 8.97,
        "die_area_um2": 6400,
        "top_level_ports": 11,
    },
    "power_and_ir_drop": {
        "cellPowerDensity_nw_per_um2": 624,
        "cellLeakagePower_nw": 0.164,
        "peakVddDrop_uv": 249,
    },
    "worst_hold_path": {
        "hold_class": "flip-flop to flip-flop",
    },
}
power by group:
group	total, W	internal [W]	switching (W)
clock	0.000122	0.0000695	0.0000521
sequential	0.000158	0.000154	0.00000480
combinational	0.0000262	0.0000169	0.00000935
layer usage:
metal	share of wire, %	track usage (%)
met1	56	3.56
met2	32	3.77
met3	12	2.05
met4	0	0.176
met5	0	0
path summary, 6_finish.rpt:
kind | from | endpoint | slack (ns) | depth (start not counted)
worst max-delay path | counter[3]$_SDFFE_PP0P_ | counter[3] | 0.59 | 1
worst min-delay path | counter[0]$_SDFFE_PP0P_ | counter[0]$_SDFFE_PP0P_ | 0.50 | 2
worst max register to register | counter[6]$_SDFFE_PP0P_ | counter[0]$_SDFFE_PP0P_ | 0.85 | 4
worst min register to register | counter[0]$_SDFFE_PP0P_ | counter[0]$_SDFFE_PP0P_ | 0.50 | 2
cell usage in the layout, fill, tap and decap left out:
cell	count
sky130_fd_sc_hd__o21ai_0	2
sky130_fd_sc_hd__xor2_1	3
sky130_fd_sc_hd__mux2i_1	1
sky130_fd_sc_hd__ha_1	1
sky130_fd_sc_hd__conb_1	1
sky130_fd_sc_hd__clkbuf_4	3
sky130_fd_sc_hd__or3_1	2
sky130_fd_sc_hd__edfxtp_1	1
sky130_fd_sc_hd__clkdlybuf4s50_1	10
sky130_fd_sc_hd__clkbuf_1	1
sky130_fd_sc_hd__xnor2_1	1
sky130_fd_sc_hd__dfxtp_1	7
sky130_fd_sc_hd__nand4_1	2
sky130_fd_sc_hd__nand2_1	3
sky130_fd_sc_hd__nor2_1	5
sky130_fd_sc_hd__a21oi_1	2
Yosys cell counts (2+ instances only):
cell and number:
sky130_fd_sc_hd__or3_1 2, sky130_fd_sc_hd__o21ai_0 2, sky130_fd_sc_hd__a21oi_1 2, sky130_fd_sc_hd__nand4_1 2, sky130_fd_sc_hd__nor2_1 5, sky130_fd_sc_hd__xor2_1 3, sky130_fd_sc_hd__nand2_1 3, sky130_fd_sc_hd__dfxtp_1 7
final cells by class:
| class | count | area [um^2] |
|---|---|---|
| Clock buffer | 4 | 26.3 |
| Multi-Input combinational cell | 23 | 136 |
| Sequential cell | 8 | 170 |
| Fill cell | 408 | 2930 |
| Tap cell | 46 | 57.6 |
| Timing Repair Buffer | 10 | 100 |
metrics by stage:
stage,total power [W],instance area [um^2]
final,0.000306,490
after global routing,0.000324,490
after CTS,0.000312,490
after detailed placement,0.000188,464
after global placement,0.000186,464
after floorplan,0.000167,307
tightest hold or removal path: cells and delay by family, from the launching register on:
| family | cells | cell delay (ns) |
|---|---|---|
| DFF | 1 | 0.32 |
| AOI/OAI and AO/OA | 2 | 0.13 |
cells by family (layout without fill, tap and decap cells):
group,Yosys count,in the layout
AND-OR/OR-AND,4,4
XOR/XNOR,4,4
adder cells (fa/ha/maj),1,1
buffers and inverters,0,14
flip-flops,8,8
multiplexers,1,1
other,1,1
AND/OR/NAND/NOR,12,12
Power and IR drop assume default switching activity.
