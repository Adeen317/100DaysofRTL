==> design/flow/design.v <==
module day15 (
  input logic clk,
  input logic reset,
  input [3:0] req_in,
  output    logic[3:0]  grant_out
);
  logic [3:0] mask_q;
  logic [3:0] nxt_mask;
  always_ff @(posedge clk or posedge reset) 
    if (reset)
      mask_q <= 4'hF;
    else
      mask_q <= nxt_mask;
  always_comb begin
    nxt_mask = mask_q;
    if (grant_out[0]) nxt_mask = 4'b1110;
    else if (grant_out[1]) nxt_mask = 4'b1100;
    else if (grant_out[2]) nxt_mask = 4'b1000;
    else if (grant_out[3]) nxt_mask = 4'b0000;
  end
  logic [3:0] mask_req;
  assign mask_req = req_in & mask_q;
  assign grant_out = mask_req ? mask_req : req_in;
endmodule
==> design/flow/run.sh <==
#!/bin/bash
# OpenROAD 26Q1-2900-gdf79404cd8, Yosys 0.63+post, stock flow scripts
make -C /OpenROAD-flow-scripts/flow DESIGN_CONFIG=/design/flow/config.mk WORK_HOME=/design/flow/orfs finish
==> design/flow/config.mk <==
export PLATFORM = sky130hd
export DESIGN_NAME = day15
export DESIGN_NICKNAME = day15
export VERILOG_FILES = /design/flow/design.v
export SDC_FILE = /design/flow/constraint.sdc
export NUM_CORES = 4
export LEC_CHECK = 1
export CORE_AREA = 10 10 70 70
export DIE_AREA = 0 0 80 80
==> design/flow/constraint.sdc <==
current_design day15

set clk_period 2.1
set clk_io_pct 0.2

create_clock -name clk0 -period $clk_period [get_ports {clk}]

set non_clock_inputs [all_inputs -no_clocks]
set_input_delay [expr $clk_period * $clk_io_pct] -clock clk0 $non_clock_inputs
set_output_delay [expr $clk_period * $clk_io_pct] -clock clk0 [all_outputs]
==> impl_metrics.json <==
{
  "cp.required_ns": 1.68,
  "critPathLaunchType": "input port",
  "insertedDiodeCount": 0,
  "drc_errors": 0,
  "die_w_um": 80,
  "wl_per_cell_um": 8.010,
  "clockBufferDepth": 2,
  "hold_path_class": "flop to flop",
  "final.min_clock_period_ns": 1.998,
  "p_seq_share_pct": 37.9,
  "clock_latency_ns": 0.23,
  "layout_top_registers": "mask_q: 4 flops",
  "synth_cells": 33,
  "fp.dieH_um": 80,
  "crit_arrival_ns": 1.58,
  "yosys-stat-area_um2": 287.8,
  "timing.final.ws_setup_ns": 0.1024,
  "drv_slew": 0,
  "cts_hold_buffers": 0,
  "grt_usage_pct": 2.436,
  "cts_buffers": 3,
  "hold_viol": 0,
  "grt_start_max_net_pins": 8,
  "grt_pass1_wl_um": 1283,
  "status": "finished, final reports clean",
  "switching_share_pct": 25.84,
  "holdWs_ns": 0.5468,
  "fin_setup_tns_ns": 0,
  "io_pins": 10,
  "grt-ovfl-total": 0,
  "p_comb_share_pct": 30.0,
  "fmax_mhz": 500.6,
  "ys_seq_share_pct": 36.52,
  "rows": 21,
  "drtPass1Iterations": 5,
  "yosysWarnings": 1,
  "path_cells": "dlygate4sd2_1 -> a22oi_2 -> a31oi_2 -> inv_1 -> clkdlybuf4s50_1",
  "cap_violations": 0,
  "path_max_fanout": 3,
  "drt_iter0_drc": 43,
  "largest_register_ffs": 4,
  "critPathSlowestCell": "clkdlybuf4s50_1",
  "core_mm2": 0.003416,
  "cts_tree": "built",
  "antenna_found_initial": 0,
  "pwr_density_cell_mw_per_mm2": 566.0,
  "ys.flops": 4,
  "postLayoutCellArea_um2": 495.5,
  "fp-utilization_pct": 8.425,
  "ir_drop_v": 0.0001107,
  "setup-violations-final": 0,
  "placedInstanceArea_um2": 465.4,
  "max_stage_delay_ns": 0.45,
  "ys_cells": 33,
  "crit_type": "input port to output pin",
  "die_area_mm2": 0.006400,
  "warning_count": 25,
  "dp_hpwl_um": 635.1,
  "grt_pass1_vias": 301,
  "htree_levels": 1,
  "rsz0062_at_grt": "false",
  "cts.sinks": 4,
  "worstMarginPinSlew_ns": 0.2834,
  "regMostFlops": "mask_q",
  "finalCritPeriodShare_pct": 95.12,
  "post-place-ws_ns": -0.2386,
  "ant_nets": 0,
  "power.share.clock_pct": 32.2,
  "wirelength_um": 769,
  "p_int_mw": 0.2080,
  "syn_area_per_cell_um2": 8.720,
  "dr_total_vias": 325,
  "leakagePower_nw": 0.2356,
  "root_buffer": "clkbuf_4",
  "place.gp.congestion": 0.8450,
  "power.switching_mw": 0.07248,
  "slew_headroom_pct": 80.91,
  "portBuffers": 9,
  "clkSlewWorstSetupHoldPaths_ns": 0.03,
  "cp-end-kind": "output pin",
  "area_growth_pct": 72.17,
  "drive_gt1_share_pct": 38.00,
  "synth_cell_type_count": 21,
  "vias_per_cell": 3.385,
  "syn_area_um2": 287.8,
  "skew_ns": 0.002111
}
## path summary, 6_finish.rpt
check                      slack, ns                   from                    end  cells after the start
setup / recovery                0.10              req_in[0]           grant_out[2]                      5
setup reg to reg                0.74  mask_q[0]$_DFFE_PP1P_  mask_q[0]$_DFFE_PP1P_                      4
hold reg to reg                 0.55  mask_q[2]$_DFFE_PP1P_  mask_q[2]$_DFFE_PP1P_                      2
max in group asynchronous       1.49                  reset  mask_q[2]$_DFFE_PP1P_                      2
min in group asynchronous       0.58                  reset  mask_q[1]$_DFFE_PP1P_                      2
hold / removal                  0.55  mask_q[2]$_DFFE_PP1P_  mask_q[2]$_DFFE_PP1P_                      2
## stage by stage
stage          util, %  std cells  power (mW)
2_1_floorplan        -         33      0.1418
3_5_place_dp     13.63         92      0.1918
6_report         14.51         96      0.2805
5_1_grt          14.51         96      0.3052
3_3_place_gp     13.63         92      0.1923
4_1_cts          14.21         95      0.2849
## power by group through the flow
stage / Combinational [mW] / Clock, mW / Sequential, mW
finish: 0.0841 / 0.0902 / 0.106
global route: 0.0962 / 0.100 / 0.109
CTS: 0.0836 / 0.0955 / 0.106
## cell usage after synthesis (all sizes together)
| cell | instances | share of area (%) |
|---|---|---|
| a21oi | 2 | 3.5 |
| a222oi | 1 | 3.5 |
| a22oi | 2 | 7.0 |
| a31oi | 1 | 2.2 |
| a41o | 1 | 3.5 |
| and2 | 1 | 2.6 |
| and2b | 1 | 2.6 |
| and4b | 1 | 3.5 |
| buf | 1 | 2.6 |
| dfstp | 4 | 37 |
| inv | 5 | 6.5 |
| nand2 | 3 | 3.9 |
| nor2 | 1 | 1.3 |
| nor2b | 1 | 2.2 |
| o2111ai | 1 | 3.0 |
| o21a | 2 | 5.7 |
| o21ai | 4 | 7.0 |
| o311ai | 1 | 3.0 |
## area by class of cell
cell class	count	area, um^2
multi-input combinational	23	162.7
tap	46	57.56
clock buffer	3	22.52
fill	400	2920
sequential	4	105.1
timing repair buffer	15	128.9
inverter	5	18.77
## worst max-delay path: cells and delay by family
family          cells  cell delay [ns]
buf+inv             3             0.76
compound gates      2             0.39
## what timing repair did
| action | 4_1_cts | 5_1_grt |
|---|---|---|
| cloned | 0 | 0 |
| buffers inserted | 0 | 1 |
| pin swaps | 3 | 4 |
| gates resized | 6 | 6 |
| endpoints found under the setup margin | 4 | 4 |
## cell usage in the layout (no fill, tap or decap), types with 2 or more instances in the layout
cell type        Yosys  layout
dlymetal6s2s_1       0       2
clkbuf_2             0       2
nand2_1              3       3
dfstp_2              4       4
clkdlybuf4s50_1      0       3
buf_4                1       6
clkbuf_4             0       3
inv_1                5       5
o21ai_0              3       3
a21oi_1              2       2
## logic make-up (layout without fill, tap and decap cells)
kind of cell,count (synthesis),in the layout,synth area share (%)
buffers and inverters,6,23,9.132
flip-flops,4,4,36.52
AND-OR/OR-AND,15,15,38.26
AND/OR/NAND/NOR,8,8,16.09
## routing by layer
layer | GRT usage (%) | vias up | routed length (um)
li1 | - | 160 | -
met1 | 2.807 | 150 | 355
met2 | 3.210 | 15 | 301
met3 | 2.273 | 0 | 112
met4 | 0.5282 | 0 | 0
met5 | 0 | - | 0
Power is estimated from default activity; no workload was simulated.
