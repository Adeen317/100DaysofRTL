### flow/run.sh
#!/bin/bash
# OpenROAD 26Q1-2900-gdf79404cd8, Yosys 0.63+post, stock flow scripts
make -C /OpenROAD-flow-scripts/flow DESIGN_CONFIG=/design/flow/config.mk WORK_HOME=/design/flow/orfs finish
### flow/config.mk
export PLATFORM = sky130hd
export DESIGN_NAME = opcode
export DESIGN_NICKNAME = opcode
export VERILOG_FILES = /design/flow/design.v
export SDC_FILE = /design/flow/constraint.sdc
export NUM_CORES = 4
export LEC_CHECK = 1
export CORE_AREA = 10 10 70 70
export DIE_AREA = 0 0 80 80
### flow/constraint.sdc
current_design opcode

set clk_period 1.0
set clk_io_pct 0.2

create_clock -name clk0 -period $clk_period [get_ports {clk}]

set non_clock_inputs [all_inputs -no_clocks]
set_input_delay [expr $clk_period * $clk_io_pct] -clock clk0 $non_clock_inputs
set_output_delay [expr $clk_period * $clk_io_pct] -clock clk0 [all_outputs]
### flow/design.v
module opcode(a,x,clk,counter,ct,out,counter1,ct1,out1);
  input a,x,clk;
  output counter,ct,out;
  logic counter=0;
  logic ct=0;
  always@(posedge clk)begin
    if (x) counter<=1'b0;
    else if (a) 
      counter<=counter+1;
    end
  always@(posedge clk) begin
    if (x) ct<=1'b0;
    else if(a)
      #1 ct<=ct+1;
  end
  assign out=counter&ct;
  output counter1,ct1,out1;
  logic counter1=0;
  logic ct1=0;
  always@(posedge clk)begin
    if (x) counter1<=1'b0;
    else if (a) 
      counter1<=counter1+1;
    end
  always@(posedge clk) begin
    if (x) ct1<=1'b0;
    else if(a)
      #1 ct1<=ct1+1;
  end
  assign #1 out1=counter1&ct1;
endmodule
==> metrics.txt <==
# HELP chip_impl_metric Implementation results
# TYPE chip_impl_metric gauge
chip_impl_info{name="status",value="finished clean"} 1
chip_impl_metric{name="syn_avg_cell_area",unit="sq um"} 9.843
chip_impl_metric{name="top_area_share",unit="%"} 54.24
chip_impl_metric{name="ys_chip_area",unit="sq um"} 147.6
chip_impl_metric{name="worstPathRequired",unit="ns"} 0.80
chip_impl_metric{name="fin_area",unit="sq um"} 344.1
chip_impl_info{name="cell_chosen_for_the_clock_root",value="sky130_fd_sc_hd__clkbuf_4"} 1
chip_impl_metric{name="antenna_found_initial",unit=""} 0
chip_impl_metric{name="worst_ir_drop_vdd",unit="mV"} 0.1929
chip_impl_metric{name="areaGrowthSynthToFinish",unit="%"} 133.1
chip_impl_metric{name="cts.htree.levels",unit=""} 1
chip_impl_metric{name="fp_util",unit="%"} 4.322
chip_impl_metric{name="wl_met2",unit="um"} 255
chip_impl_metric{name="drt.antenna.violating_nets",unit=""} 0
chip_impl_metric{name="n_antenna_cell",unit=""} 0
chip_impl_info{name="netlist_top_cells_area",value="sky130_fd_sc_hd__dfxtp_1, sky130_fd_sc_hd__xnor2_1, sky130_fd_sc_hd__nor2_1, sky130_fd_sc_hd__and2_1, sky130_fd_sc_hd__clkbuf_2"} 1
chip_impl_metric{name="synth_flop_count",unit=""} 4
chip_impl_info{name="timing.setup.critical_path_class",value="flip-flop to output port"} 1
chip_impl_info{name="highest_layer",value="met4"} 1
chip_impl_metric{name="max_cap_violations",unit=""} 0
chip_impl_metric{name="pin_count",unit=""} 9
chip_impl_metric{name="grt_start_max_net_pins",unit=""} 5
chip_impl_metric{name="final_core_utilization",unit="%"} 10.07
chip_impl_metric{name="report.final.setup_viol",unit=""} 0
chip_impl_metric{name="max_freq",unit="GHz"} 1.004
chip_impl_metric{name="max_slew_margin",unit="%"} 84.70
chip_impl_metric{name="number_of_global_route_vias_before_repair",unit=""} 183
chip_impl_metric{name="power.density_cell_area",unit="nW/um^2"} 1442
chip_impl_metric{name="dieArea",unit="sq um"} 6400
chip_impl_metric{name="area_of_the_mapped_netlist",unit="sq um"} 147.6
chip_impl_metric{name="grt_overall_usage",unit="%"} 1.763
chip_impl_metric{name="fin_crit",unit="ns"} 0.9961
chip_impl_metric{name="setup_ws",unit="ns"} 0.003925
chip_impl_metric{name="tritoncts_num_sinks",unit=""} 4
chip_impl_metric{name="clk_pin_slew",unit="ns"} 0.04
chip_impl_metric{name="synthArstFlopShare",unit="%"} 0
chip_impl_metric{name="reg2reg_setup_slack",unit="ns"} 0.16
chip_impl_metric{name="tool_warnings",unit=""} 27
chip_impl_metric{name="cp_data_arrival_time",unit="ns"} 0.80
chip_impl_metric{name="route.vias.total",unit=""} 144
chip_impl_metric{name="rows",unit=""} 21
chip_impl_metric{name="detail_route.drc_violations",unit=""} 0
chip_impl_metric{name="worst_skew_pair.late_latency",unit="ns"} 0.23
chip_impl_metric{name="power_consumption",unit="uW"} 496.3
chip_impl_info{name="tritoncts",value="yes"} 1
chip_impl_info{name="hp-class",value="flip-flop to flip-flop"} 1
chip_impl_metric{name="core",unit="sq um"} 3416
chip_impl_metric{name="postSynthSeqShare",unit="%"} 54.24
chip_impl_metric{name="place.gp.congestion",unit=""} 0.7013
chip_impl_metric{name="clockBufferDepth",unit=""} 2
chip_impl_metric{name="synthesis.instances",unit=""} 15
chip_impl_metric{name="drt_iter0_drc",unit=""} 0
chip_impl_metric{name="tritoncts.num_buffers",unit=""} 3
chip_impl_info{name="netlist_top_cells_count",value="sky130_fd_sc_hd__dfxtp_1, sky130_fd_sc_hd__nor2_1, sky130_fd_sc_hd__xnor2_1, sky130_fd_sc_hd__and2_1, sky130_fd_sc_hd__clkbuf_2"} 1
chip_impl_info{name="worst_setup_path_end_kind",value="output port"} 1
chip_impl_metric{name="detailedRoute.firstPassIterationCount",unit=""} 1
chip_impl_metric{name="tightest_slew",unit="ns"} 0.2288
chip_impl_metric{name="timing_hold_violations_final",unit=""} 0
chip_impl_metric{name="mi_comb_area",unit="sq um"} 67.56
chip_impl_metric{name="die_h",unit="um"} 80
chip_impl_info{name="synthFlopType",value="sky130_fd_sc_hd__dfxtp_1"} 1
chip_impl_info{name="grt_setup_unrepaired",value="true"} 1
chip_impl_metric{name="place_ws",unit="ns"} -0.1576
chip_impl_metric{name="critical_path_peak_fanout",unit=""} 2
chip_impl_metric{name="portbufs",unit=""} 8
chip_impl_info{name="start_kind",value="flip-flop"} 1
chip_impl_metric{name="num-fill-cells",unit=""} 405
chip_impl_metric{name="slew_violations",unit=""} 0
chip_impl_metric{name="overflow",unit=""} 0
chip_impl_metric{name="count_of_flip_flops_with_a_built_in_enable_after_synthesis",unit=""} 0
chip_impl_metric{name="seq_cell_area",unit="sq um"} 85.08
chip_impl_metric{name="total_leakage_power",unit="uW"} 0.0001318
chip_impl_metric{name="yosys.cell_types.count",unit=""} 5
chip_impl_metric{name="synth-warning-count",unit=""} 1
chip_impl_info{name="post-synth-top-area-cell",value="sky130_fd_sc_hd__dfxtp_1"} 1
chip_impl_metric{name="drt-total-wl",unit="um"} 495
chip_impl_metric{name="met3WireLength",unit="um"} 43
chip_impl_metric{name="dpl_cell_area",unit="sq um"} 295.3
chip_impl_metric{name="ys_cells",unit=""} 15
chip_impl_metric{name="detail_route.wl_per_cell",unit="um"} 6.600
chip_impl_metric{name="avgViaCountPerCell",unit=""} 1.920
chip_impl_metric{name="final_layout_size_suffix_gt1_share",unit="%"} 55.17
chip_impl_metric{name="post-route-period-util",unit="%"} 99.61
chip_impl_metric{name="wl_met1",unit="um"} 189
chip_impl_metric{name="die_w",unit="um"} 80
chip_impl_metric{name="grt_first_pass_wirelength",unit="um"} 814
chip_impl_metric{name="final.setup_skew",unit="ns"} 0
## final timing paths
kind,start,to,depth (start not counted)
max,ct,out,2
min,counter,counter,2
max reg2reg,ct,ct,4
min reg2reg,counter,counter,2
## repair_timing
action / in CTS / in global routing
endpoints found under the setup margin: 6 / 3
setup buffers: 2 / 0
resized: 19 / 5
hold buffers: 0 / 0
cloned: 0 / 0
## through the flow
step	TNS, ns	std cells	hold WS (ns)
final	0	75	0.5309
after global routing	-0.04636	75	0.5709
after CTS	-0.02270	75	0.5152
after detailed placement	-0.8236	70	0.5306
after global placement	-0.7287	70	0.5117
after floorplan	0	15	0.2724
## critical path: stages (launching register included)
cell	delay, ns
sky130_fd_sc_hd__dfxtp_2	0.32
sky130_fd_sc_hd__and2_4	0.15
sky130_fd_sc_hd__buf_6	0.10
## flip-flops by register name, summed over array words and instances (netlist names)
name	flops
ct1	1
counter	1
ct	1
counter1	1
## cell families (layout without fill, tap and decap cells)
logic type | count (synthesis) | count (layout) | synth area share (%)
buffers and inverters | 1 | 15 | 3.387
flip-flops | 4 | 4 | 54.24
AND/OR/NAND/NOR | 6 | 6 | 18.64
XOR/XNOR | 4 | 4 | 23.73
## final cells by class
type	instances	area share, %
clock buffers	3	6.545
multi-input cells	10	19.64
flip-flops and latches	4	24.73
well taps	46	16.73
repair buffers	12	32.36
## where the power goes
group | leakage [uW] | total (uW) | switching [uW] | internal [uW]
clock network | 0.0000138 | 197 | 62.6 | 134
logic | 0.0000836 | 106 | 30.0 | 75.7
registers | 0.0000344 | 194 | 12.6 | 181
total | 0.000132 | 496 | 105 | 391
## layout by cell type, fill, tap and decap left out, drive strengths merged
| master | synthesis | layout |
|---|---|---|
| clkdlybuf4s50 | 0 | 2 |
| xnor2 | 4 | 4 |
| dfxtp | 4 | 4 |
| buf | 0 | 7 |
| clkdlybuf4s15 | 0 | 3 |
| and2 | 2 | 2 |
| clkbuf | 1 | 3 |
| nor2 | 4 | 4 |
## metal layers
metal  vias to the layer above  GRT usage, %
met5                         -             0
met4                         0        0.8803
met3                         2         1.591
met2                         3         2.568
met1                        65         1.669
li1                         74             -
Power is estimated from default activity; no workload was simulated.
